File: flow/config.mk
export PLATFORM = sky130hd
export DESIGN_NAME = uart_rx
export DESIGN_NICKNAME = uart_rx
export VERILOG_FILES = /design/flow/design.v
export SDC_FILE = /design/flow/constraint.sdc
export NUM_CORES = 4
export LEC_CHECK = 1
export CORE_UTILIZATION = 40
File: flow/constraint.sdc
current_design uart_rx

set clk_period 6.1
set clk_io_pct 0.2

create_clock -name clk0 -period $clk_period [get_ports {clk}]

set non_clock_inputs [all_inputs -no_clocks]
set_input_delay [expr $clk_period * $clk_io_pct] -clock clk0 $non_clock_inputs
set_output_delay [expr $clk_period * $clk_io_pct] -clock clk0 [all_outputs]
File: flow/design.v
module uart_rx (
    input               clk         ,
    input               rst_n       ,
    input       [1:0]   baud_sel    , 
    input               rx_din      ,
    output      [7:0]   rx_byte     ,
    output              rx_byte_vld 
);
    reg     [12:0]          cnt_baud    ; 
    wire                    add_cnt_baud;
    wire                    end_cnt_baud;
    reg                     flag        ;
    reg     [3:0]           cnt_bit     ; 
    wire                    add_cnt_bit ;
    wire                    end_cnt_bit ;
    reg     [12:0]          baud        ;
    reg     [1:0]           din_r       ; 
    wire                    n_edge      ; 
    reg     [9:0]           rx_data     ;
    always @(posedge clk or negedge rst_n)begin 
        if(!rst_n)begin
            cnt_baud <= 0;
        end 
        else if(add_cnt_baud)begin 
            if(end_cnt_baud)begin 
                cnt_baud <= 0;
            end
            else begin 
                cnt_baud <= cnt_baud + 1;
            end 
        end
    end 
    assign add_cnt_baud = flag;
    assign end_cnt_baud = add_cnt_baud && cnt_baud == baud-1;
    always @(posedge clk or negedge rst_n)begin 
        if(!rst_n)begin
            cnt_bit <= 0;
        end 
        else if(add_cnt_bit)begin 
            if(end_cnt_bit)begin 
                cnt_bit <= 0;
            end
            else begin 
                cnt_bit <= cnt_bit + 1;
            end 
        end
    end 
    assign add_cnt_bit = end_cnt_baud;
    assign end_cnt_bit = add_cnt_bit && (cnt_bit == 10-1 || rx_data[0] == 1'b1); 
    always @(posedge clk or negedge rst_n)begin 
        if(!rst_n)begin
            flag <= 0;
        end 
        else if(flag == 1'b0 && n_edge)begin 
flag <= 1'b1;
        end             
        else if(flag && end_cnt_bit)begin 
            flag <= 1'b0;
        end 
    end
    always @(*)begin 
        case (baud_sel)
            0:baud = 5208  ;
            1:baud = 2604 ;
            2:baud = 1302 ;
            3:baud = 434; 
            default:baud = 5208  ;
        endcase
    end
    always @(posedge clk or negedge rst_n)begin 
        if(!rst_n)begin
            din_r <= 0;
        end 
        else begin 
            din_r <= {din_r[0],rx_din};
        end 
    end
    assign n_edge = ~din_r[0] & din_r[1];
    always @(posedge clk or negedge rst_n)begin 
        if(!rst_n)begin
            rx_data <= 0;
        end 
        else if(add_cnt_baud && cnt_baud == (baud>>1))begin 
            rx_data[cnt_bit] <= rx_din;
        end 
    end
    assign rx_byte = rx_data[8:1];
    assign rx_byte_vld = end_cnt_bit;
endmodule   
File: flow/run.sh
#!/bin/bash
# OpenROAD 26Q1-2900-gdf79404cd8, Yosys 0.63+post, stock flow scripts
make -C /OpenROAD-flow-scripts/flow DESIGN_CONFIG=/design/flow/config.mk WORK_HOME=/design/flow/orfs finish
==> results.txt <==
Summary of implementation figures.

Layout
Per the final layout report, the fraction of cells sized above drive strength 1 comes to 0.0787. The area growth from synthesis to final layout is 9.39%. The register area is 726 sq um. The layout has 480 filler cells. For this run, the number of standard cells in the final layout without fillers is 283. Leaving out buffers and inverters, the combinational logic in the layout accounts for about 1100 sq um.

Critical path
The worst register-to-register path ends at cnt_bit[1]. Looking at the critical path, the single cell with the biggest stage delay is sky130_fd_sc_hd__clkdlybuf4s50_1. Per STA, the endpoint of the critical path is rx_byte_vld. The total number of cells along the worst setup path is 8. The worst setup path is captured at a primary output. In this run the register-to-register setup slack is 3.68 ns. The critical path contains buffers and inverters numbering 3 combined. The OpenROAD report gives the critical path a data arrival time of 4.08 ns. The family with the most delay on the worst path is buffers and inverters.

According to the timing report, the data required time at the worst endpoint equals 4.88 ns. STA classifies the critical path startpoint as a primary input. STA lists the startpoint of the worst register-to-register path as cnt_baud[3].

Listed in order, past its start point the critical path passes clkdlybuf4s50_1 -> inv_1 -> ha_1 -> or3_1 -> a222oi_1 -> nand4_1 -> nor3_1 -> clkdlybuf4s50_1. Per STA, the startpoint of the critical path is baud_sel[1]. Per STA, the library cell used most along the worst path is sky130_fd_sc_hd__clkdlybuf4s50_1. In this run the worst path has a maximum fanout of 7. The worst register-to-register path depth is 5.

The largest stage delay on the critical path is a little over 0.6 ns. The critical path is of the primary input to primary output type.

Route
The via total after detailed routing is approximately 1500. Dividing the detail-routed via count by the number of cells gives ~5.2. The post-detailed-routing wire length is around 3900 microns.

Dividing the detail-routed wire length by the instance count gives between 10 and 15 microns. The count of routing violations after the opening detailed-route iteration is a little under 70. The detailed-routing iteration count for the pre-antenna-repair pass is 4. The number of antenna-violating nets in the routed design is 0.

The DRC violations left is 0. In the routed netlist, the antenna diode instances number 0.

STA
Endpoints failing hold in the final report were tallied at 0. Looking at the max-slew report, the worst-margin pin has a slew of 0.699 ns. The max-slew violation count is 0. The final period utilization is 0.868. Setup repair after global routing left no endpoint under its margin. The number of endpoints failing setup at the final stage is 0. The clock arrives with 0.00423 ns of skew.

Across all checked pins, the minimum headroom to the slew limit is 0.534. The maximum achievable frequency is 189 MHz. Setup total negative slack on the finished layout was measured at 0 ns.

The tightest hold path in the finished design has a slack of 0.376 ns. Counting I/O delays and the setup requirement, the final critical path takes roughly 5.3 ns.

Synth
According to the Yosys statistics, the synthesized design has a chip area of 1980 sq um. The share of the Yosys chip area taken by registers is 0.366. The total cells reported by yosys after synthesis is roughly 210. The number of enable-type register cells in the synthesized netlist is 0. The flip-flop and latch count after synthesis is 29. The biggest area contributor in the post-synthesis netlist is sky130_fd_sc_hd__dfrtp_1. The most used flip-flop cell after synthesis is sky130_fd_sc_hd__dfrtp_1. The proportion of netlist area held by the largest area contributor is 0.366. The synthesis report gives the async set-or-reset register share as 1.00.

After synthesis the cells add up to between 1500 and 2000 sq um. After synthesis, the cell types taking the most area are sky130_fd_sc_hd__dfrtp_1, sky130_fd_sc_hd__ha_1, sky130_fd_sc_hd__xor2_1. For reference, the post-synthesis area per instance comes to 9.49 sq um.

The number of warnings reported in the yosys synthesis log is 1. The unique cell type count in the Yosys netlist is about 48. The synthesized instance count is 209.

Outcome
The flow ran to the end, and the final reports show no timing, DRC or antenna violations.

Clock tree
Per the CTS log, the root buffer master is sky130_fd_sc_hd__clkbuf_8. The post-cts hold buffer count is 0. The clock-pin transition on the worst setup and hold timing paths is about 0.060 ns. The number of CTS-inserted buffers is 5. CTS saw 29 sinks. The CTS tree is built. The count of cells resized by post-cts repair is 0.

The later pin in the worst-skew pair is clocked with a latency of approximately 0.27 ns. The number of buffers on the longest clock path is 2. The total setup buffers inserted after CTS is 0.

The number of H-tree levels is 2.

Placement
The last weighted congestion value of the routability-driven placer is 0.813. The count of buffers inserted at the top-level ports is 13. The count of placed standard cells including taps is 275.

The detailed-placement wirelength estimate is about 2900 microns.

Global route
The first-pass GRT wire length is slightly below 7000 microns. The global routing usage summed across all routing layers is 0.169. The initial antenna violation count is 0. The via count of the first global-routing pass is 1429. The maximum number of pins on one net before global-route repair is 30. met3 track demand over resource after global routing is 0.0296.

The met1 usage in global routing is 0.276. The routing layer with the top usage in global route is met1. The global routing report lists met2 layer usage as 0.249.

Summed over all layers, the global routing overflow is 0.

Flow run
The number of OpenROAD warnings is 35. In this run the maximum-capacitance check reported violations numbering 0.

Power and ir drop
The total power per unit cell area is approximately 280 nW/um^2. The maximum vdd ir drop is between 0.09 and 0.1 mV. The cell leakage power is 0.000941 uW.

Die
The floorplan report gives the top-level pin count as 14. The initial utilization of the core area, before any placement, comes to 0.417. The core region is 4750 sq um. The die height is 72.4 microns. The chip occupies 5250 sq um. According to the floorplan log, the row count is 25. The die boundary width is 72.4 microns.

Min path
The worst hold-check path type is flip-flop to flip-flop. The worst hold path startpoint is din_r[0].
-- stage by stage --
stage          total power (uW)  setup slack [ns]  instance area (sq um)  utilization
2_1_floorplan               414              2.32                   1980            -
3_3_place_gp                457             0.875                   2090        0.440
3_5_place_dp                454             0.816                   2090        0.440
4_1_cts                     609             0.786                   2170        0.457
5_1_grt                     649             0.591                   2170        0.457
6_report                    601             0.803                   2170        0.457
-- power by group --
group | switching [uW] | internal [uW]
sequential | 61.7 | 220
clock | 66.9 | 80.8
combinational | 91.5 | 79.8
-- cell families (layout without fill, tap and decap cells) --
family | count (synthesis) | in the layout | share of synthesized area
xor gates and xnor gates | 22 | 22 | 0.0971
adders and majority gates | 13 | 13 | 0.0820
buffers and inverters | 27 | 34 | 0.0807
AOI/OAI and AO/OA | 33 | 33 | 0.123
DFF | 29 | 29 | 0.366
and+or+nand+nor | 78 | 78 | 0.214
muxes | 7 | 7 | 0.0372
-- flip-flops by register name, summed over array words and instances, names as in the netlist --
register / flops
flag: 1
cnt_bit: 4
din_r: 2
rx_data: 9
cnt_baud: 13
-- metal layers --
metal	up-vias	part of all wire	wire length (microns)
met5	-	0	0
met4	0	0.015	60
met3	6	0.035	137
met2	26	0.40	1550
met1	697	0.55	2120
li1	753	-	-
-- worst min-delay path by stage --
stage	to	slack [ns]	depth (start not counted)
after CTS	din_r[1]	0.38	0
after global routing	din_r[1]	0.40	0
final	din_r[1]	0.38	0
-- layout make-up --
class,instances,share of cell area
tap,67,0.0386
clock buffer,8,0.0369
inverter,12,0.0207
timing repair buffer,14,0.0634
sequential,29,0.334
multi-input combinational,153,0.506
-- cell usage in the layout, fill, tap and decap left out, drive strengths merged, types with 3 or more instances in the layout --
cell           instances
nor2                  17
clkdlybuf4s50         13
nand2b                 4
or3                    7
xnor2                  6
mux2i                  4
o21ai                 10
xor2                  16
and3                   3
o41ai                  4
dfrtp                 29
nand4                  9
nand2                 12
o21bai                 3
nor3                   8
clkbuf                 8
inv                   12
ha                    13
nand3                 10
mux2                   3
-- synthesized netlist by cell type, types with 3 or more instances --
cell type / instances
sky130_fd_sc_hd__nor2_1: 16
sky130_fd_sc_hd__dfrtp_1: 29
sky130_fd_sc_hd__nand3_1: 10
sky130_fd_sc_hd__nand4_1: 9
sky130_fd_sc_hd__or3_1: 6
sky130_fd_sc_hd__nand2b_1: 4
sky130_fd_sc_hd__buf_4: 11
sky130_fd_sc_hd__nor3_1: 7
sky130_fd_sc_hd__o21ai_0: 7
sky130_fd_sc_hd__nand2_1: 12
sky130_fd_sc_hd__xnor2_1: 6
sky130_fd_sc_hd__and3_1: 3
sky130_fd_sc_hd__o41ai_1: 3
sky130_fd_sc_hd__xor2_1: 16
sky130_fd_sc_hd__ha_1: 13
sky130_fd_sc_hd__mux2i_1: 4
sky130_fd_sc_hd__o21ai_1: 3
sky130_fd_sc_hd__inv_1: 12
sky130_fd_sc_hd__mux2_2: 3
Power and IR drop assume default switching activity.
