==> flow/design.v <==
module i2c_master(
    input               clk         ,
    input               rst_n       ,
    input               req         ,
    input       [3:0]   cmd         ,
    input       [7:0]   din         ,
    output      [7:0]   dout        ,
    output              done        ,
    output              i2c_scl     ,
    input               i2c_sda_i   ,
    output              i2c_sda_o   ,
    output              i2c_sda_oe     
    );
    localparam  IDLE  = 7'b000_0001,
                START = 7'b000_0010,
                WRITE = 7'b000_0100,
                RACK  = 7'b000_1000,
                READ  = 7'b001_0000,
                SACK  = 7'b010_0000,
                STOP  = 7'b100_0000;
    reg     [6:0]       state_c     ;
    reg     [6:0]       state_n     ;
    reg     [8:0]       cnt_scl     ; 
    wire                add_cnt_scl ;
    wire                end_cnt_scl ;
    reg     [3:0]       cnt_bit     ; 
    wire                add_cnt_bit ;
    wire                end_cnt_bit ;
    reg     [3:0]       bit_num     ;
    reg                 scl         ; 
    reg                 sda_out     ;
    reg                 sda_out_en  ;
    reg     [7:0]       rx_data     ;
    reg                 rx_ack      ;
    reg     [3:0]       command     ;
    reg     [7:0]       tx_data     ; 
    wire                idle2start  ; 
    wire                idle2write  ; 
    wire                idle2read   ; 
    wire                start2write ; 
    wire                start2read  ; 
    wire                write2rack  ; 
    wire                read2sack   ; 
    wire                rack2stop   ; 
    wire                sack2stop   ; 
    wire                rack2idle   ; 
    wire                sack2idle   ; 
    wire                stop2idle   ; 
    always @(posedge clk or negedge rst_n) begin 
        if (rst_n==0) begin
            state_c <= IDLE ;
        end
        else begin
            state_c <= state_n;
       end
    end
    always @(*) begin 
        case(state_c)  
            IDLE :begin
                if(idle2start)
                    state_n = START ;
                else if(idle2write)
                    state_n = WRITE ;
                else if(idle2read)
                    state_n = READ ;
                else 
                    state_n = state_c ;
            end
            START :begin
                if(start2write)
                    state_n = WRITE ;
                else if(start2read)
                    state_n = READ ;
                else 
                    state_n = state_c ;
            end
            WRITE :begin
                if(write2rack)
                    state_n = RACK ;
                else 
                    state_n = state_c ;
            end
            RACK :begin
                if(rack2stop)
                    state_n = STOP ;
                else if(rack2idle)
                    state_n = IDLE ;
                else 
                    state_n = state_c ;
            end
            READ :begin
                if(read2sack)
                    state_n = SACK ;
                else 
                    state_n = state_c ;
            end
            SACK :begin
                if(sack2stop)
                    state_n = STOP ;
                else if(sack2idle)
                    state_n = IDLE ;
                else 
                    state_n = state_c ;
            end
            STOP :begin
                if(stop2idle)
                    state_n = IDLE ;
                else 
                    state_n = state_c ;
            end
            default : state_n = IDLE ;
        endcase
    end
    assign idle2start  = state_c==IDLE  && (req && (cmd&4'b0001));
    assign idle2write  = state_c==IDLE  && (req && (cmd&4'b0010));
    assign idle2read   = state_c==IDLE  && (req && (cmd&4'b0100 ));
    assign start2write = state_c==START && (end_cnt_bit && (command&4'b0010));
    assign start2read  = state_c==START && (end_cnt_bit && (command&4'b0100 ));
    assign write2rack  = state_c==WRITE && (end_cnt_bit);
    assign read2sack   = state_c==READ  && (end_cnt_bit);
    assign rack2stop   = state_c==RACK  && (end_cnt_bit && ((command&4'b1000 ) || rx_ack));
    assign sack2stop   = state_c==SACK  && (end_cnt_bit && (command&4'b1000 ));
    assign rack2idle   = state_c==RACK  && (end_cnt_bit && ((command&4'b1000 ) == 0));
    assign sack2idle   = state_c==SACK  && (end_cnt_bit && (command&4'b1000 ) == 0);
    assign stop2idle   = state_c==STOP  && (end_cnt_bit);
    always @(posedge clk or negedge rst_n) begin 
        if (rst_n==0) begin
            cnt_scl <= 0; 
        end
        else if(add_cnt_scl) begin
            if(end_cnt_scl)
                cnt_scl <= 0; 
            else
                cnt_scl <= cnt_scl+1 ;
       end
    end
    assign add_cnt_scl = (state_c != IDLE);
    assign end_cnt_scl = add_cnt_scl && cnt_scl == (250)-1 ;
    always @(posedge clk or negedge rst_n) begin 
        if (rst_n==0) begin
            cnt_bit <= 0; 
        end
        else if(add_cnt_bit) begin
            if(end_cnt_bit)
                cnt_bit <= 0; 
            else
                cnt_bit <= cnt_bit+1 ;
       end
    end
    assign add_cnt_bit = (end_cnt_scl);
    assign end_cnt_bit = add_cnt_bit  && cnt_bit == (bit_num)-1 ;
    always  @(*)begin
        if(state_c == WRITE | state_c == READ) begin
            bit_num = 8;
        end
        else begin 
            bit_num = 1;
        end 
    end
    always  @(posedge clk or negedge rst_n)begin
        if(~rst_n)begin
            command <= 0;
        end
        else if(req)begin
            command <= cmd;
        end
    end
    always  @(posedge clk or negedge rst_n)begin
        if(~rst_n)begin
            tx_data <= 0;
        end
        else if(req)begin
            tx_data <= din;
        end
    end
    always  @(posedge clk or negedge rst_n)begin
        if(~rst_n)begin
            scl <= 1'b1;
        end
        else if(idle2start | idle2write | idle2read)begin 
            scl <= 1'b0;
        end
        else if(add_cnt_scl && cnt_scl == 125-1)begin 
            scl <= 1'b1;
        end 
        else if(end_cnt_scl && ~stop2idle)begin  
            scl <= 1'b0;
        end 
    end
    always  @(posedge clk or negedge rst_n)begin
        if(~rst_n)begin
            sda_out <= 1'b1;
        end
        else if(state_c == START)begin           
            if(cnt_scl == 65)begin        
                sda_out <= 1'b1;
            end
            else if(cnt_scl == 180)begin     
                sda_out <= 1'b0;                 
            end 
        end 
        else if(state_c == WRITE && cnt_scl == 65)begin   
            sda_out <= tx_data[7-cnt_bit];      
        end 
        else if(state_c == SACK && cnt_scl == 65)begin   
            sda_out <= (command&4'b1000)?1'b1:1'b0;
        end 
        else if(state_c == STOP)begin  
            if(cnt_scl == 65)begin        
                sda_out <= 1'b0;
            end
            else if(cnt_scl == 180)begin     
                sda_out <= 1'b1;                 
            end 
        end 
    end
    always  @(posedge clk or negedge rst_n)begin
        if(~rst_n)begin
            sda_out_en <= 1'b0;
        end
        else if(idle2start | idle2write | read2sack | rack2stop)begin
            sda_out_en <= 1'b1;
        end
        else if(idle2read | start2read | write2rack | stop2idle)begin 
            sda_out_en <= 1'b0;
        end 
    end
    always  @(posedge clk or negedge rst_n)begin
        if(~rst_n)begin
            rx_data <= 0;
        end
        else if(state_c == READ && cnt_scl == 180)begin
            rx_data[7-cnt_bit] <= i2c_sda_i;     
        end
    end
    always  @(posedge clk or negedge rst_n)begin
        if(~rst_n)begin
            rx_ack <= 1'b1;
        end
        else if(state_c == RACK && cnt_scl == 180)begin
            rx_ack <= i2c_sda_i;
        end
    end
    assign i2c_scl    = scl         ;
    assign i2c_sda_o  = sda_out     ;
    assign i2c_sda_oe = sda_out_en  ;
    assign dout = rx_data;
    assign done = rack2idle | sack2idle | stop2idle;
endmodule
==> flow/run.sh <==
#!/bin/bash
# OpenROAD 26Q1-2900-gdf79404cd8, Yosys 0.63+post, stock flow scripts
make -C /OpenROAD-flow-scripts/flow DESIGN_CONFIG=/design/flow/config.mk WORK_HOME=/design/flow/orfs finish
==> flow/config.mk <==
export PLATFORM = sky130hd
export DESIGN_NAME = i2c_master
export DESIGN_NICKNAME = i2c_master
export VERILOG_FILES = /design/flow/design.v
export SDC_FILE = /design/flow/constraint.sdc
export NUM_CORES = 4
export LEC_CHECK = 1
export CORE_UTILIZATION = 40
==> flow/constraint.sdc <==
current_design i2c_master

set clk_period 3.6
set clk_io_pct 0.2

create_clock -name clk0 -period $clk_period [get_ports {clk}]

set non_clock_inputs [all_inputs -no_clocks]
set_input_delay [expr $clk_period * $clk_io_pct] -clock clk0 $non_clock_inputs
set_output_delay [expr $clk_period * $clk_io_pct] -clock clk0 [all_outputs]
==> flow_summary_export.csv <==
group,metric,value,unit
synth,yosys_most_used_dff,"sky130_fd_sc_hd__dfrtp_1",
power_and_ir_drop,power.static_leakage,1.155,nW
clock_network,ctsResizeCount,0,
global_route,grt_remaining_overflow,0,
finish,layout_top_cell_excl_fill_tap,"sky130_fd_sc_hd__dfrtp_1",
final_timing,sum_neg_setup_slack,0,ns
job,stage_log_warnings,30,
clock_network,cts_max_level,2,
clock_network,cts_post_setup_buffers_inserted,0,
clock_network,cts_hold_repair.buffers,0,
synth,post_synth_seq_share,43.70,%
die,initCoreUtil,41.53,%
detailed_routing,route.detailed.wl_per_inst,14.98,um
global_route,grt_pass1_vias,1754,
clock_network,worst_skew_pair.late_latency,0.29,ns
final_timing,whs,0.4908,ns
power_and_ir_drop,clkPwrFrac,40.7,%
detailed_routing,n_antenna_cell,0,
final_timing,timing.final.setup_violations,0,
critical_path,timing.critical_path.from_type,"flop",
clock_network,cts-buffers-inserted,5,
final_timing,finalCritPeriodShare,84.15,%
final_timing,max_slew.worst_pin.slew,0.6071,ns
detailed_routing,num_vias,1838,
finish,area.growth.synth_to_final,16.59,%
die,rows,28,
power_and_ir_drop,p_per_area,330.3,mW/mm^2
critical_path,timing.setup.critical_path_class,"reg -> out",
global_route,track_usage,17.34,%
synth,synth.distinct_cells,59,
final_timing,worst_slew_margin_rel,59.40,%
final_timing,max_freq,0.3301,GHz
final_timing,fin_skew,0.005012,ns
clock_network,clk_pin_slew_worst_paths,0.08,ns
detailed_routing,detailedRoute.firstPassIterationCount,4,
final_timing,rsz_0062_raised_after_global_routing,"no",
final_timing,post-route-min-period,3.030,ns
synth,yosysWarningCount,1,
global_route,grt_antenna_before_repair,0,
detailed_routing,drt_drc_violations_left,0,
detailed_routing,drtIter0Drc,77,
critical_path,setup.worst_path.end_class,"output port",
clock_network,clockBufferDepth,2,
clock_network,cts_sinks,43,
die,floorplan.die.height,80.64,um
power_and_ir_drop,sw_frac_of_total,20.38,%
synth,synthesis.area_per_instance,10.95,um^2
critical_path,cp_max_fo,16,
power_and_ir_drop,relative_contribution_of_combinational_cells_to_total_power,6.0,%
synth,synth_flops,43,
outcome,outcome,"complete, no violations",
synth,ys_cells,226,
final_timing,max_slew_violation_count,0,
synth,ys_async_sr_fraction,100.0,%
place,gp_routability_congestion,0.8533,
place,portBuffers,27,
place,dp_hpwl,3501,um
power_and_ir_drop,cell_internal_power_dissipation,758.5,uW
die,core_region_area,0.005956,mm^2
die,dieWidth,80.64,um
finish,lay_top_cells,"sky130_fd_sc_hd__dfrtp_1 (39), sky130_fd_sc_hd__clkdlybuf4s50_1 (26), sky130_fd_sc_hd__mux2_2 (21)",
final_timing,hold_violation_count_in_the_final_report,0,
critical_path,data_required_critical_path,2.88,ns
global_route,pin_count_of_the_biggest_net_entering_global_routing,44,
power_and_ir_drop,ir_worst_vdd,242.8,uV
power_and_ir_drop,power.share.sequential,53.4,%
power_and_ir_drop,p_sw,194.1,uW
clock_network,tritoncts_clock_tree,"yes",
finish,final_layout_size_suffix_gt1_share,19.76,%
detailed_routing,drt.antenna.violating_nets,0,
min_path,min_path_type,"reg -> reg",
synth,netlist_instances,226,
critical_path,critPathArrivalTime,2.31,ns
global_route,first_pass_grt_wire_length,8445,um
synth,synth_area,0.002474,mm^2
detailed_routing,totalWireLength,4838,um
synth,yosys_area,0.002474,mm^2
clock_network,cts-root-buf,"sky130_fd_sc_hd__clkbuf_8",
job,drv.max_cap_violation_count,0,
synth,synth-edff-count,0,
die,chip_area,0.006503,mm^2
die,io-pin-count,28,
detailed_routing,vias_per_cell,5.690,
## power by group through the flow
stage     Sequential [mW]  Clock (mW)  Combinational, mW
4_1_cts             0.508       0.406             0.0589
5_1_grt             0.511       0.421             0.0643
6_report            0.508       0.387             0.0569
## area by class of cell
| cell class | count | area (um^2) |
|---|---|---|
| timing repair buffer | 28 | 272.8 |
| sequential | 43 | 1081 |
| fill | 567 | 3072 |
| multi-input combinational | 161 | 1289 |
| tap | 75 | 93.84 |
| clock buffer | 6 | 82.58 |
| inverter | 8 | 30.03 |
| clock inverter | 2 | 35.03 |
## routing by layer
metal / wire length (um) / share of wire (%) / vias to the layer above / global-route usage (%)
li1: - / - / 895 / -
met1: 2249 / 46 / 890 / 26.59
met2: 2276 / 47 / 48 / 26.78
met3: 267 / 5.5 / 5 / 4.037
met4: 44 / 0.91 / 0 / 1.964
met5: 0 / 0 / - / 0
## stage by stage
| step | setup WS (ns) | instance area, um^2 | std cells | power, mW | utilization, % |
|---|---|---|---|---|---|
| 2_1_floorplan | 1.346 | 2474 | 226 | 0.5384 | - |
| 3_3_place_gp | 0.9224 | 2766 | 315 | 0.5758 | 46.45 |
| 3_5_place_dp | 0.8851 | 2766 | 315 | 0.5767 | 46.45 |
| 4_1_cts | 0.5640 | 2884 | 323 | 0.9735 | 48.42 |
| 5_1_grt | 0.4014 | 2884 | 323 | 0.9958 | 48.42 |
| 6_report | 0.5705 | 2884 | 323 | 0.9525 | 48.42 |
## worst paths after layout
kind	slack (ns)	startpoint	depth (start not counted)	endpoint
max	0.57	cnt_bit[0]	5	done
min	0.49	scl	2	scl
max reg2reg	0.81	cnt_bit[0]	7	rx_data[3]
min reg2reg	0.49	scl	2	scl
max in group asynchronous	2.73	rst_n	2	rx_ack
min in group asynchronous	0.50	rst_n	2	cnt_scl[2]
## synthesized netlist by cell type, types with 2 or more instances
library cell | instances | area [um^2]
sky130_fd_sc_hd__and3_1 | 2 | 12.51
sky130_fd_sc_hd__o221ai_1 | 3 | 26.28
sky130_fd_sc_hd__mux4_1 | 2 | 52.55
sky130_fd_sc_hd__nor2_1 | 12 | 45.04
sky130_fd_sc_hd__and4_1 | 2 | 17.52
sky130_fd_sc_hd__nand4b_1 | 3 | 26.28
sky130_fd_sc_hd__a31oi_1 | 3 | 18.77
sky130_fd_sc_hd__o22ai_1 | 2 | 12.51
sky130_fd_sc_hd__dfstp_2 | 4 | 105.1
sky130_fd_sc_hd__nor2_2 | 2 | 12.51
sky130_fd_sc_hd__o21ai_0 | 10 | 50.05
sky130_fd_sc_hd__nand2_1 | 8 | 30.03
sky130_fd_sc_hd__nand3_1 | 14 | 70.07
sky130_fd_sc_hd__a21oi_1 | 6 | 30.03
sky130_fd_sc_hd__nand2b_1 | 3 | 18.77
sky130_fd_sc_hd__a32o_1 | 2 | 20.02
sky130_fd_sc_hd__nor4_1 | 4 | 25.02
sky130_fd_sc_hd__o21bai_1 | 2 | 15.01
sky130_fd_sc_hd__xor2_1 | 2 | 17.52
sky130_fd_sc_hd__xnor2_1 | 4 | 35.03
sky130_fd_sc_hd__buf_2 | 7 | 35.03
sky130_fd_sc_hd__dfrtp_1 | 39 | 975.9
sky130_fd_sc_hd__a211oi_1 | 3 | 22.52
sky130_fd_sc_hd__clkbuf_1 | 4 | 15.01
sky130_fd_sc_hd__mux2_4 | 2 | 30.03
sky130_fd_sc_hd__ha_1 | 9 | 112.6
sky130_fd_sc_hd__nand4_1 | 5 | 31.28
sky130_fd_sc_hd__nor3_1 | 3 | 15.01
sky130_fd_sc_hd__nor4b_2 | 2 | 30.03
sky130_fd_sc_hd__mux2_2 | 21 | 236.5
sky130_fd_sc_hd__inv_1 | 8 | 30.03
sky130_fd_sc_hd__o211ai_1 | 3 | 22.52
sky130_fd_sc_hd__and2_1 | 2 | 12.51
sky130_fd_sc_hd__nor4b_1 | 2 | 17.52
sky130_fd_sc_hd__nor2b_1 | 2 | 12.51
## critical path, cell delays in order, from the launching register on
cell                              delay [ns]
sky130_fd_sc_hd__dfrtp_1                0.65
sky130_fd_sc_hd__nand3_1                0.25
sky130_fd_sc_hd__a2bb2o_2               0.39
sky130_fd_sc_hd__nand3_4                0.13
sky130_fd_sc_hd__nor2_1                 0.12
sky130_fd_sc_hd__clkdlybuf4s50_1        0.46
## kinds of logic (layout without fill, tap and decap cells)
family | Yosys count | after routing | share of synthesized area, %
adder cells (fa/ha/maj) | 9 | 9 | 4.552
buffers and inverters | 22 | 44 | 4.198
multiplexers | 26 | 26 | 13.30
AND/OR/NAND/NOR | 77 | 77 | 20.13
AND-OR/OR-AND | 43 | 43 | 11.99
XOR/XNOR | 6 | 6 | 2.124
flip-flops | 43 | 43 | 43.70
## registers in the layout (all words and copies together) (netlist names), 3 cells and up
register  cells
state_c       7
rx_data       8
cnt_bit       4
command       3
tx_data       8
cnt_scl       9
Power figures rest on the tool's default switching activity, not on a simulated workload.
