<file path="/design/flow/constraint.sdc">
current_design IIC_wr_rd

set clk_period 5.0
set clk_io_pct 0.2

create_clock -name clk0 -period $clk_period [get_ports {clk}]

set non_clock_inputs [all_inputs -no_clocks]
set_input_delay [expr $clk_period * $clk_io_pct] -clock clk0 $non_clock_inputs
set_output_delay [expr $clk_period * $clk_io_pct] -clock clk0 [all_outputs]
</file>
<file path="/design/flow/config.mk">
export PLATFORM = sky130hd
export DESIGN_NAME = IIC_wr_rd
export DESIGN_NICKNAME = IIC_wr_rd
export VERILOG_FILES = /design/flow/design.v
export SDC_FILE = /design/flow/constraint.sdc
export NUM_CORES = 4
export LEC_CHECK = 1
export CORE_UTILIZATION = 50
</file>
<file path="/design/flow/design.v">
module IIC_wr_rd(
    input wire clk,
    input wire rst_n,
    input wire key_wr,
    input wire key_rd,
	inout wire i2c_sda,
    output wire [7:0] rd_data,    
    output wire i2c_scl
);
wire wr_en;
wire rd_en;
wire iic_start;
wire addr_mem; 
wire [15:0] data_addr;
wire [7:0] wr_data;
wire iic_wr_rd_done;
fsm fsm(
.clk(clk),
.rst_n(rst_n),
.key_wr(key_wr),
.key_rd(key_rd),
.iic_wr_rd_done(iic_wr_rd_done),
.wr_en(wr_en),
.rd_en(rd_en),
.iic_start(iic_start),
.addr_mem(addr_mem), 
.data_addr(data_addr),
.wr_data(wr_data)  
);
iic_ctrl iic_ctrl(
.clk(clk),
.rst_n(rst_n),
.wr_en(wr_en),
.rd_en(rd_en),
.iic_start(iic_start),
.addr_mem(addr_mem), 
.data_addr(data_addr),
.wr_data(wr_data),
.i2c_sda(i2c_sda),
.rd_data(rd_data),    
.i2c_end(iic_wr_rd_done),    
.i2c_scl(i2c_scl)
);
endmodule
module fsm(
    input wire clk,
    input wire rst_n,
    input wire key_wr,
    input wire key_rd,
    input wire iic_wr_rd_done,
    output reg wr_en,
    output reg rd_en,
    output reg iic_start,
    output reg addr_mem, 
    output reg [15:0] data_addr,
    output reg [7:0] wr_data  
);
reg [31:0] cnt_key_1;
wire key_flag_wr;
always @(posedge clk or negedge rst_n)
    begin
        if(~rst_n)
            cnt_key_1 <= 32'd0;
        else if(key_wr)
            cnt_key_1 <= 32'd0;
        else if(cnt_key_1 == 32'd99_999)
            cnt_key_1 <= cnt_key_1;
        else
            cnt_key_1 <= cnt_key_1 + 32'd1;
    end
assign key_flag_wr = (cnt_key_1 == 32'd99_998)? 1'd1 : 1'd0;
reg [31:0] cnt_key_2;
wire key_flag_rd;
always @(posedge clk or negedge rst_n)
    begin
        if(~rst_n)
            cnt_key_2 <= 32'd0;
        else if(key_rd)
            cnt_key_2 <= 32'd0;
        else if(cnt_key_2 == 32'd99_999)
            cnt_key_2 <= cnt_key_2;
        else
            cnt_key_2 <= cnt_key_2 + 32'd1;
    end
assign key_flag_rd = (cnt_key_2 == 32'd99_998)? 1'd1 : 1'd0;
reg [7:0] state;
parameter
    IDLE = 8'd0,
    S0 = 8'd1,
    S1 = 8'd2,
    S2 = 8'd3,
    S3 = 8'd4,
    S4 = 8'd5,
    S5 = 8'd6,
    S6 = 8'd7,
    S7 = 8'd8; 
always @(posedge clk or negedge rst_n)
    begin
        if(~rst_n)
            begin
                state <= IDLE;
				wr_en <= 1'b0;
				rd_en <= 1'b0;
				iic_start <= 1'b0;
				addr_mem <= 1'b1;
				data_addr <= 16'd0;
				wr_data <= 8'h0;
            end
        else
            case (state)
                IDLE:
                    begin
                        if(key_flag_wr)
                            state <= S0;
                        else if(key_flag_rd)
                            state <= S3;
                        else
                            state <= state;
                    end
                S0:
                    begin
                        state <= S1;
                        wr_en <= 1'd1;
                        rd_en <= 1'b0;
                        iic_start <= 1'b1;
                        addr_mem <= 1'b1;
                        data_addr <= 16'h005A;
                        wr_data <= 8'h55;
                    end
                S1:
                    begin
                        if(iic_wr_rd_done)
                            begin
                                state <= S2;
                                wr_en <= 1'd0;
                                rd_en <= 1'b0;
                                iic_start <= 1'b0;
                                addr_mem <= 1'b1;
                                data_addr <= 16'h005A;
                                wr_data <= 8'h55;
                            end
                    end
                S2:
					begin 
						state <= IDLE;
					end     
                S3:
                    begin
                        state <= S4;
                        wr_en <= 1'd0;
                        rd_en <= 1'b1;
                        iic_start <= 1'b1;
                        addr_mem <= 1'b1;
                        data_addr <= 16'h005a;
                    end
                S4:
                    begin
                        if(iic_wr_rd_done)
                            begin
                                state <= S5;
                                wr_en <= 1'd0;
                                rd_en <= 1'b0;
                                iic_start <= 1'b0;
                                addr_mem <= 1'b1;
                                data_addr <= 16'h005a;
                            end
                    end
                S5:
					begin 
						state <= IDLE;
					end
                default: 
                    begin
                        state <= IDLE;
                    end
            endcase
    end
endmodule
module iic_ctrl(
    input wire clk,
    input wire rst_n,
    input wire wr_en,
    input wire rd_en,
    input wire iic_start,
    input wire addr_mem, 
    input wire [15:0] data_addr,
    input wire [7:0] wr_data,
	inout wire i2c_sda,
    output reg [7:0] rd_data,    
    output reg i2c_end,    
    output reg i2c_scl
);
reg [3:0] state;
reg iic_work_clk; 
reg [4:0]iic_work_clk_cnt;
reg [2:0] cnt_bit;
reg [1:0] iic_clk_cnt;
reg iic_clk_en;
wire sda_in;    
wire sda_en;    
reg ack; 
reg i2c_sda_reg     ;    
reg [7:0] rd_data_reg     ;    
parameter   DEVICE_ADDR     =   7'b1010_011     ;    
parameter       
    IDLE            =   4'd00,   
	START_1         =   4'd01,   
	SEND_D_ADDR     =   4'd02,   
	ACK_1           =   4'd03,   
	SEND_B_ADDR_H   =   4'd04,   
	ACK_2           =   4'd05,   
	SEND_B_ADDR_L   =   4'd06,   
	ACK_3           =   4'd07,   
	WR_DATA         =   4'd08,   
	ACK_4           =   4'd09,   
	START_2         =   4'd10,   
	SEND_RD_ADDR    =   4'd11,   
	ACK_5           =   4'd12,   
	RD_DATA         =   4'd13,   
	N_ACK           =   4'd14,   
	STOP            =   4'd15;   
always @(posedge clk or negedge rst_n)  
    begin
        if(~rst_n)
            iic_work_clk_cnt <= 5'd0;
        else if(iic_work_clk_cnt == 5'd24)
            iic_work_clk_cnt <= 5'd0;
        else
            iic_work_clk_cnt <= iic_work_clk_cnt + 5'd1;
    end
always @(posedge clk or negedge rst_n)  
    begin
        if(~rst_n)
            iic_work_clk <= 1'd0;
        else if(iic_work_clk_cnt == 5'd24)
            iic_work_clk <= ~iic_work_clk;
        else
            iic_work_clk <= iic_work_clk;
    end
always @(posedge clk or negedge rst_n)
    begin
        if(~rst_n)
            iic_clk_en <= 1'd0;
        else if(cnt_bit == 3'd3 && iic_clk_cnt == 2'd3 && (state == STOP))
            iic_clk_en <= 1'd0; 
        else if(iic_start)
            iic_clk_en <= 1'd1;
    end
always @(posedge iic_work_clk or negedge rst_n)
    begin
        if(~rst_n)
            iic_clk_cnt <= 1'd0;
        else if(iic_clk_en)
            iic_clk_cnt <= iic_clk_cnt + 1'd1;
    end
always @(posedge iic_work_clk or negedge rst_n)
    begin
        if(~rst_n)
            cnt_bit <= 3'd0;
        else if((state == IDLE) || (state == START_1) || (state == START_2)
				|| (state == ACK_1) || (state == ACK_2) || (state == ACK_3)
				|| (state == ACK_4) || (state == ACK_5) || (state == N_ACK))
			cnt_bit <=  3'd0;
        else if(cnt_bit == 3'd7 && iic_clk_cnt == 2'd3)
            cnt_bit <= 3'd0;
        else if(iic_clk_cnt == 2'd3 && state != IDLE)
            cnt_bit <= cnt_bit + 3'd1;
    end
assign  sda_in = i2c_sda;
always@(*)
	case(state)
		  IDLE,START_1,SEND_D_ADDR,SEND_B_ADDR_H,SEND_B_ADDR_L,
		  WR_DATA,START_2,SEND_RD_ADDR,RD_DATA,N_ACK:
				ack <=  1'b1;
		  ACK_1,ACK_2,ACK_3,ACK_4,ACK_5:
				if(iic_clk_cnt == 2'd0)
					ack <=  sda_in; 
				else
					ack <=  ack;
		  default:    ack <=  1'b1;
	endcase
always @(posedge iic_work_clk or negedge rst_n)
    begin
        if(~rst_n)
            state <= IDLE;
        else
            case (state)
                IDLE:
                    begin
                        if(iic_start)
                            state <= START_1;
                        else
                            state <= state;
                    end
                START_1:
                    begin
                        if(iic_clk_cnt == 2'd3)
                            state <= SEND_D_ADDR;
                        else
                            state <= state;
                    end
                SEND_D_ADDR:
                    begin
                        if(cnt_bit == 3'd7 && iic_clk_cnt == 2'd3)
                            state <= ACK_1;
                        else
                            state <= state;
                    end
                ACK_1:
                    begin
                        if(ack == 1'b0 && iic_clk_cnt == 2'd3)
                            begin
                                if(addr_mem == 1'b1)
                                    state   <=  SEND_B_ADDR_H;
							  else
									state   <=  SEND_B_ADDR_L;
                            end    
                    end
                SEND_B_ADDR_H: 
                    begin
                        if(cnt_bit == 3'd7 && iic_clk_cnt == 2'd3)
                            state <= ACK_2;
                        else
                            state <= state;
                    end
                ACK_2: 
                    begin
                        if((iic_clk_cnt == 2'd3) && (ack == 1'b0))
						    state   <=  SEND_B_ADDR_L;
					    else
						    state   <=  state;
                    end
                SEND_B_ADDR_L:  
                    begin
					    if((cnt_bit == 3'd7) && (iic_clk_cnt == 2'd3))
						    state   <=  ACK_3;
					    else
						    state   <=  state;
                    end
                ACK_3:
                    begin
					    if((iic_clk_cnt == 3) && (ack == 1'b0))
					    	begin
					    		if(wr_en == 1'b1)
					    			state   <=  WR_DATA;
					    		else if(rd_en == 1'b1)
					    			state   <=  START_2;
					    		else
					    			state   <=  state;
					    	end
					    else
					    	state   <=  state;
                    end
                WR_DATA:
                    begin
                        if((cnt_bit == 3'd7) &&(iic_clk_cnt == 3))
						    state   <=  ACK_4;
					    else
						    state   <=  state;
                    end
                ACK_4:
                    begin
                        if((iic_clk_cnt == 3) && (ack == 1'b0))
						    state   <=  STOP;
					    else
						    state   <=  state;
                    end
                START_2:
                    begin
                        if(iic_clk_cnt == 3)
						    state   <=  SEND_RD_ADDR;
					    else
						    state   <=  state;
                    end
                SEND_RD_ADDR:
                    begin
                        if((cnt_bit == 3'd7) &&(iic_clk_cnt == 3))
						    state   <=  ACK_5;
					    else
						    state   <=  state;
                    end
                ACK_5:
                    begin
                        if((iic_clk_cnt == 3) && (ack == 1'b0))
						    state   <=  RD_DATA;
					    else
						    state   <=  state;
                    end
                RD_DATA:
                    begin
                        if((cnt_bit == 3'd7) &&(iic_clk_cnt == 3))
						    state   <=  N_ACK;
					    else
						    state   <=  state;
                    end
                N_ACK:
                    begin
                        if(iic_clk_cnt == 3)
						    state   <=  STOP;
					    else
						    state   <=  state;
                    end      
                STOP:
                    begin
                        if((cnt_bit == 3'd3) &&(iic_clk_cnt == 3))
						    state   <=  IDLE;
					    else
						    state   <=  state;
                    end     
                default: state   <=  IDLE;
            endcase
    end
always @(*)
	 case(state)
		IDLE:
			i2c_scl <=  1'b1;
		START_1:
			if(iic_clk_cnt == 2'd3)
				 i2c_scl <=  1'b0;
			else
				 i2c_scl <=  1'b1;
		SEND_D_ADDR,ACK_1,SEND_B_ADDR_H,ACK_2,SEND_B_ADDR_L,
		ACK_3,WR_DATA,ACK_4,START_2,SEND_RD_ADDR,ACK_5,RD_DATA,N_ACK:
			if((iic_clk_cnt == 2'd1) || (iic_clk_cnt == 2'd2))
				 i2c_scl <=  1'b1;
			else
				 i2c_scl <=  1'b0;
		STOP:
			if((cnt_bit == 3'd0) &&(iic_clk_cnt == 2'd0))
				 i2c_scl <=  1'b0;
			else
				 i2c_scl <=  1'b1;
		default:    i2c_scl <=  1'b1;
	 endcase
always@(*)
	 case(state)
		  IDLE:
				begin
					 i2c_sda_reg <=  1'b1;
					 rd_data_reg <=  8'd0;
				end
		  START_1:
				if(iic_clk_cnt <= 2'd0)
					 i2c_sda_reg <=  1'b1;
				else
					 i2c_sda_reg <=  1'b0;
		  SEND_D_ADDR:
				if(cnt_bit <= 3'd6)
					 i2c_sda_reg <=  DEVICE_ADDR[6 - cnt_bit];
				else
					 i2c_sda_reg <=  1'b0;
		  ACK_1:
				i2c_sda_reg <=  1'b1;
		  SEND_B_ADDR_H:
				i2c_sda_reg <=  data_addr[15 - cnt_bit];
		  ACK_2:
				i2c_sda_reg <=  1'b1;
		  SEND_B_ADDR_L:
				i2c_sda_reg <=  data_addr[7 - cnt_bit];
		  ACK_3:
				i2c_sda_reg <=  1'b1;
		  WR_DATA:
				i2c_sda_reg <=  wr_data[7 - cnt_bit];
		  ACK_4:
				i2c_sda_reg <=  1'b1;
		  START_2:
				if(iic_clk_cnt <= 2'd1)
					 i2c_sda_reg <=  1'b1;
				else
					 i2c_sda_reg <=  1'b0;
		  SEND_RD_ADDR:
				if(cnt_bit <= 3'd6)
					 i2c_sda_reg <=  DEVICE_ADDR[6 - cnt_bit];
				else
					 i2c_sda_reg <=  1'b1;
		  ACK_5:
				i2c_sda_reg <=  1'b1;
		  RD_DATA:
				if(iic_clk_cnt  == 2'd2)
					 rd_data_reg[7 - cnt_bit]    <=  sda_in;
				else
					 rd_data_reg <=  rd_data_reg;
		  N_ACK:
				i2c_sda_reg <=  1'b1;
		  STOP:
				if((cnt_bit == 3'd0) && (iic_clk_cnt < 2'd3))
					 i2c_sda_reg <=  1'b0;
				else
					 i2c_sda_reg <=  1'b1;
		  default:
				begin
					 i2c_sda_reg <=  1'b1;
					 rd_data_reg <=  rd_data_reg;
				end
	 endcase
always @(posedge iic_work_clk or negedge rst_n)
	 if(rst_n == 1'b0)
		  rd_data <=  8'd0;
	 else    if((state == RD_DATA) && (cnt_bit == 3'd7) && (iic_clk_cnt == 2'd3))
		  rd_data <=  rd_data_reg;
always @(posedge iic_work_clk or negedge rst_n)
	 if(rst_n == 1'b0)
		  i2c_end <=  1'b0;
	 else    if((state == STOP) && (cnt_bit == 3'd3) &&(iic_clk_cnt == 3))
		  i2c_end <=  1'b1;
	 else
		  i2c_end <=  1'b0;
	assign  sda_en = ((state == RD_DATA) || (state == ACK_1) || (state == ACK_2)
							  || (state == ACK_3) || (state == ACK_4) || (state == ACK_5))
							  ? 1'b0 : 1'b1;
assign  i2c_sda = (sda_en == 1'b1) ? i2c_sda_reg : 1'bz;
endmodule
</file>
<file path="/design/flow/run.sh">
#!/bin/bash
# OpenROAD 26Q1-2900-gdf79404cd8, Yosys 0.63+post, stock flow scripts
make -C /OpenROAD-flow-scripts/flow DESIGN_CONFIG=/design/flow/config.mk WORK_HOME=/design/flow/orfs finish
</file>
==> impl_metrics.toml <==
# physical design summary
[synth]
synthesis.area_um2 = 5600
yosysChipArea_um2 = 5600
synthMuxAreaShare_pct = 2.17
ys_cells = 599
logic_family = "simple AND/OR/NAND/NOR gates"
synthSimpleGateAreaFrac_pct = 25.2
ys_top_cells_by_count = "dfrtp_1 (100), nor2_1 (74), xnor2_1 (38)"
synthAdderAreaFrac_pct = 3.58
ys_types = 52
edf_count = 0
syn_area_per_cell_um2 = 9.35
top_area_share_pct = 44.7
yosys_most_used_dff = "dfrtp_1"
syn_inst = 599
yosys.area.top_type = "dfrtp_1"
synth_xor_xnor_area_share_pct = 7.98
yosys.area_share.aoi_pct = 9.68
synth-seq-cells = 111
synth.most_common_cell = "dfrtp_1"
yosys_warnings = 3
topCellsByArea = "dfrtp_1 (45%), xnor2_1 (5.9%), nor2_1 (5.0%), ha_1 (3.6%), a21oi_1 (2.8%)"
async_flop_share_pct = 91.0

[placement]
hpwl_um = 7380
place_ws_ps = 2670
port_buffers = 12
dp_cells = 733
gp_congestion = 0.848
placed_area_um2 = 5830

[die]
initCoreUtil_pct = 51.4
pin_count = 14
rows = 38
die_h_um = 108
die_width_um = 108

[run_status]
error = "[error] [KeplerFormal.cpp:679] Workflow failed: Iso has multiple drivers: .i2c_sda0, i2c_sda$_DLATCH_N_.Q0"
haltStage = "4_1_cts"
outcome = "did not finish"

[clock_tree]
cts_hold_buf = 0
post_cts_buffers = 0
cts_max_level = 3
numCtsBuffers = 9
clk_path_buf_depth = 2
cts_resized = 0
ctsRootBufferMaster = "clkbuf_8"

[final_timing]
unclocked_pins = 28
untimed_endpoints = 38
cells by family after synthesis:
group	count (synthesis)
latches	10
AND-OR/OR-AND	90
AND/OR/NAND/NOR	269
XOR/XNOR	51
buffers and inverters	51
multiplexers	11
flip-flops	101
adder cells (fa/ha/maj)	16
